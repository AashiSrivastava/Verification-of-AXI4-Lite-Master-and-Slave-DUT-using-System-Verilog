==> ./design.v <==
`timescale 1ns/1ps
module axilite_m (
    input  wire         m_axi_aclk,
    input  wire         m_axi_aresetn,
    output reg          m_axi_awvalid,
    input  wire         m_axi_awready,
    output reg  [31:0]  m_axi_awaddr,
    output reg          m_axi_wvalid,
    input  wire         m_axi_wready,
    output reg  [31:0]  m_axi_wdata,
    output reg  [3:0]   m_axi_wstrb,   
    input  wire         m_axi_bvalid,
    output reg          m_axi_bready,
    input  wire [1:0]   m_axi_bresp,
    output reg          m_axi_arvalid,
    input  wire         m_axi_arready,
    output reg  [31:0]  m_axi_araddr,
    input  wire         m_axi_rvalid,
    output reg          m_axi_rready,
    input  wire [31:0]  m_axi_rdata,
    input  wire [1:0]   m_axi_rresp,
    input wire          start_write,
    input wire          start_read,
    input wire [31:0]   write_addr,
    input wire [31:0]   write_data,
    input wire [3:0]    write_strb,  
    input wire [31:0]   read_addr,
    output reg [31:0]   read_data,
    output reg          done
);
localparam IDLE        = 0,
           SEND_AW     = 1,
           SEND_W      = 2,
           WAIT_B      = 3,
           SEND_AR     = 4,
           WAIT_R      = 5;
reg [2:0] state = IDLE;
always @(posedge m_axi_aclk or negedge m_axi_aresetn) begin
    if (!m_axi_aresetn) begin
        state         <= IDLE;
        m_axi_awvalid <= 0;
        m_axi_awaddr  <= 0;
        m_axi_wvalid  <= 0;
        m_axi_wdata   <= 0;
        m_axi_wstrb   <= 0;   
        m_axi_bready  <= 0;
        m_axi_arvalid <= 0;
        m_axi_araddr  <= 0;
        m_axi_rready  <= 0;
        read_data     <= 0;
        done          <= 0;
    end else begin
        case (state)
            IDLE: begin
                done <= 0;
                if (start_write) begin
                    m_axi_awvalid <= 1;
                    m_axi_awaddr  <= write_addr;
                    state         <= SEND_AW;
                end else if (start_read) begin
                    m_axi_arvalid <= 1;
                    m_axi_araddr  <= read_addr;
                    state         <= SEND_AR;
                end
            end
            SEND_AW: begin
                if (m_axi_awready) begin
                    m_axi_awvalid <= 0;
                    m_axi_wvalid  <= 1;
                    m_axi_wdata   <= write_data;
                    m_axi_wstrb   <= write_strb;   
                    state         <= SEND_W;
                end
            end
            SEND_W: begin
                if (m_axi_wready) begin
                    m_axi_wvalid <= 0;
                    m_axi_bready <= 1;
                    state        <= WAIT_B;
                end
            end
            WAIT_B: begin
                if (m_axi_bvalid) begin
                    m_axi_bready <= 0;
                    done         <= 1;
                    state        <= IDLE;
                end
            end
            SEND_AR: begin
                if (m_axi_arready) begin
                    m_axi_arvalid <= 0;
                    m_axi_rready  <= 1;
                    state         <= WAIT_R;
                end
            end
            WAIT_R: begin
                if (m_axi_rvalid) begin
                    m_axi_rready <= 0;
                    read_data    <= m_axi_rdata;
                    done         <= 1;
                    state        <= IDLE;
                end
            end
            default: state <= IDLE;
        endcase
    end
end
endmodule
interface axi_if;
  logic clk, resetn;
  logic awvalid, awready;
  logic [31:0] awaddr;
  logic wvalid, wready;
  logic [31:0] wdata;
  logic [3:0]  wstrb; 
  logic bready, bvalid;
  logic [1:0] wresp;
  logic arvalid, arready;
  logic [31:0] araddr;
  logic rvalid, rready;
  logic [31:0] rdata;
  logic [1:0]  rresp;
   logic         start_write;
   logic          start_read;
   logic [31:0]   write_addr;
   logic [31:0]   write_data;
   logic [3:0]    write_strb;  
   logic [31:0]   read_addr;
   logic [31:0]   read_data;
   logic          done;
endinterface
==> ./run.sh <==
#!/bin/bash
# OpenROAD 26Q1-2900-gdf79404cd8, Yosys 0.63+post, stock flow scripts
make -C /OpenROAD-flow-scripts/flow DESIGN_CONFIG=/design/flow/config.mk WORK_HOME=/design/flow/orfs finish
==> ./config.mk <==
export PLATFORM = sky130hd
export DESIGN_NAME = axilite_m
export DESIGN_NICKNAME = axilite_m
export VERILOG_FILES = /design/flow/design.v
export SDC_FILE = /design/flow/constraint.sdc
export NUM_CORES = 4
export LEC_CHECK = 1
export CORE_UTILIZATION = 40
export SYNTH_HDL_FRONTEND = slang
==> ./constraint.sdc <==
current_design axilite_m

set clk_period 4.0
set clk_io_pct 0.2

create_clock -name clk0 -period $clk_period [get_ports {m_axi_aclk}]

set non_clock_inputs [all_inputs -no_clocks]
set_input_delay [expr $clk_period * $clk_io_pct] -clock clk0 $non_clock_inputs
set_output_delay [expr $clk_period * $clk_io_pct] -clock clk0 [all_outputs]
==> out/results.ini <==
[status]
status=completed

[routing]
ant_nets=0
drt_iter0_markers=128
wl_per_cell_um=16.6
vias=3723
wl_mm=13.4
num_antenna_cells=0
drt_drc_violations_left=0
firstDrtPassIters=3
viasPerCell=4.63

[yosys]
synth-seq-cells=144
ys_seq_share_pct=65.2
syn-cell-area_um2=5530
yosys-stat-area_um2=5530
avgSynthCellArea_um2=16.8
synth_cell_types=21
synth_stat.cells=329
yosysTopAreaCell=dfrtp_1
yosysWarningCount=0
syn_inst=329
netlist.area_leader.share_pct=64.7
area_leaders=dfrtp_1 (65%), mux2_2 (21%), mux2_4 (7.6%), buf_6 (1.2%), nand2_1 (0.75%)

[global_routing]
grt-ovfl-total=0
grt_pass1_vias=3901
grtUsageTotal_pct=19.9
grt_max_degree=83
grt_pass1_wl_mm=21.0
antenna_found_initial=0

[timing]
max_freq_ghz=0.466
period_minus_slack_ps=2150
worst_pin_slew_ps=874
finalHoldViolations=0
final-setup-viol-count=0
fin_ws_ps=1850
final.period_utilization_pct=53.6
rsz0062_at_grt=false
drv_slew=0
max-slew-margin-rel_pct=41.5
fin_skew_ps=2.63
setup_tns_ps=0

[die]
die_width_um=120
rows=42
core_area_um2=13300
floorplan.core_util_pct=41.4
die-area_um2=14300
fp.dieH_um=120
ios=283

[run]
warnings=30
drv_cap=0

[cells_and_area]
mostFrequentLayoutCells=clkdlybuf4s50_1 (277), dfrtp_1 (143), mux2_2 (104)
drive_gt1_share_pct=26.6
syn_to_final_growth_pct=63.2
lay_top_count=clkdlybuf4s50_1

[placement]
io_buffers=278
routabilityCongestion=0.786
pre_cts_slack_ps=1450
dp_hpwl_mm=9.63

[worst_setup_path]
cp-end-kind=flop
path_class=input pin to flop
critPathLaunchType=input pin
worstPathRequired_ps=4280
cp.arrival_ps=2430
crit_fanout=34

[cts]
cts_sinks=144
cts_buffer_depth=2
clock.latency.late_pin_ps=400
clk_pin_slew_ps=50
cts.htree.levels=4
cts_hold_buf=0
cts-buffers-inserted=17
cts_tree=done
post-cts-setup-buffers=0
root_buffer=clkbuf_16
cts_resized=0

[power]
leakage_nw=3.97
powerDensity_nw_per_um2=691
irDropWorstVdd_uv=381

[min_path]
hp-class=input pin to asynchronous set/reset pin

[metrics by stage]
| step | area [um2] | power [W] | instances | hold WS (ps) | utilization [%] |
|---|---|---|---|---|---|
| 4_1_cts | 9020 | 0.00633 | 804 | 385 | 67.6 |
| 6_report | 9020 | 0.00624 | 804 | 377 | 67.6 |
| 5_1_grt | 9020 | 0.00662 | 804 | 396 | 67.6 |
| 2_1_floorplan | 5530 | 0.00306 | 329 | 448 | - |
| 3_3_place_gp | 8460 | 0.00476 | 773 | 475 | 63.4 |
| 3_5_place_dp | 8460 | 0.00481 | 773 | 477 | 63.4 |
[cell families (layout without fill, tap and decap cells)]
| kind of cell | Yosys count | count (layout) | synth area share, % |
|---|---|---|---|
| AND/OR/NAND/NOR | 20 | 20 | 1.99 |
| buffers and inverters | 17 | 316 | 2.10 |
| flip-flops | 144 | 144 | 65.2 |
| AND-OR/OR-AND | 14 | 14 | 1.56 |
| multiplexers | 134 | 134 | 29.1 |
[per-layer routing]
metal	global-route usage [%]	up-vias	part of all wire (%)
li1	-	1725	-
met1	28.0	1840	40
met2	32.6	150	51
met3	6.26	8	8.3
met4	2.27	0	1.0
met5	0	-	0
[critical path: stages]
cell and delay (ps):
clkdlybuf4s50_1 480, nand3b_4 610, mux2_4 500
[final timing paths]
| check | start | to | slack, ps | depth (start not counted) |
|---|---|---|---|---|
| max in group asynchronous | m_axi_aresetn | state[0]$_DFF_PN1_ | 2720 | 2 |
| min in group clk0 | state[3]$_DFF_PN0_ | m_axi_awvalid$_DFFE_PN0P_ | 500 | 1 |
| min reg2reg | state[3]$_DFF_PN0_ | m_axi_awvalid$_DFFE_PN0P_ | 500 | 1 |
| max | start_write | m_axi_araddr[14]$_DFFE_PN0P_ | 1850 | 3 |
| max reg2reg | state[0]$_DFF_PN1_ | m_axi_araddr[14]$_DFFE_PN0P_ | 2240 | 2 |
| min | m_axi_aresetn | m_axi_araddr[5]$_DFFE_PN0P_ | 380 | 1 |
[flip-flops by register name (all words and copies together) (netlist names)]
register,count
read_data,32
state,6
m_axi_awaddr,32
m_axi_bready,1
m_axi_araddr,32
m_axi_rready,1
m_axi_arvalid,1
done,1
m_axi_wstrb,4
m_axi_awvalid,1
m_axi_wdata,32
m_axi_wvalid,1
[Yosys cell counts]
master,number
dfstp_2,1
a211oi_1,1
mux2_4,28
o21ai_0,5
nand2b_1,4
nand3b_4,1
inv_1,5
or2b_1,1
mux2_2,104
nand2_2,2
nor2_1,1
a21boi_0,1
a21oi_1,3
buf_6,6
mux2i_1,2
dfrtp_1,143
buf_2,6
nand2_1,11
a31oi_1,1
o211ai_1,1
o2bb2ai_1,2
[final cells by class]
class                   count  area (um2)
fillers                   935        4320
flip-flops and latches    144        3600
repair buffers            280        2810
multi-input cells         168        1810
clock inverters             6        55.1
clock buffers              25         505
inverters                   5        18.8
well taps                 176         220
[report_power, final]
part | switching (W) | internal, W | total, W
logic | 0.000428 | 0.00183 | 0.00226
registers | 0.000344 | 0.00216 | 0.00251
clock network | 0.000540 | 0.000929 | 0.00147
No activity file was given, so power comes from the tool's default toggle rates.
